==> design.v <==
module axi_slave #(
    parameter DATA_WIDTH = 64,
    parameter ADDR_WIDTH = 32,
    parameter MEM_SIZE   = 1024   
)(
    input  logic                   clk,
    input  logic                   reset_n,
    input  logic [3:0]             awid,       
    input  logic [ADDR_WIDTH-1:0]  awaddr,
    input  logic [7:0]             awlen,
    input  logic [2:0]             awsize,
    input  logic [1:0]             awburst,
    input  logic                   awvalid,
    output logic                   awready,
    input  logic [DATA_WIDTH-1:0]  wdata,
    input  logic [(DATA_WIDTH/8)-1:0] wstrb,
    input  logic                   wlast,
    input  logic                   wvalid,
    output logic                   wready,
    output logic [3:0]             bid,        
    output logic [1:0]             bresp,
    output logic                   bvalid,
    input  logic                   bready,
    input  logic [3:0]             arid,       
    input  logic [ADDR_WIDTH-1:0]  araddr,
    input  logic [7:0]             arlen,
    input  logic [2:0]             arsize,
    input  logic [1:0]             arburst,
    input  logic                   arvalid,
    output logic                   arready,
    output logic [3:0]             rid,        
    output logic [DATA_WIDTH-1:0]  rdata,
    output logic [1:0]             rresp,
    output logic                   rlast,
    output logic                   rvalid,
    input  logic                   rready
);
    logic [DATA_WIDTH-1:0] mem [0:MEM_SIZE-1];
    logic [3:0]            awid_reg;
    logic [ADDR_WIDTH-1:0] awaddr_reg;
    logic [7:0]            awlen_reg;
    logic [2:0]            awsize_reg;
    logic [1:0]            awburst_reg;
    logic [7:0]            awburst_cnt;
    logic                  aw_active;
    logic [3:0]            arid_reg;
    logic [ADDR_WIDTH-1:0] araddr_reg;
    logic [7:0]            arlen_reg;
    logic [2:0]            arsize_reg;
    logic [1:0]            arburst_reg;
    logic [7:0]            arburst_cnt;
    logic                  ar_active;
    always_ff @(posedge clk or negedge reset_n) begin
        if (!reset_n) begin
            awready     <= 1'b0;
            aw_active   <= 1'b0;
            awburst_cnt <= 8'd0;
        end else begin
            if (awvalid && !aw_active) begin
                awid_reg    <= awid;
                awaddr_reg  <= awaddr;
                awlen_reg   <= awlen;
                awsize_reg  <= awsize;
                awburst_reg <= awburst;
                awburst_cnt <= awlen;   
                aw_active   <= 1'b1;
                awready     <= 1'b1;
            end else begin
                awready     <= 1'b0;
            end
            if (aw_active && wvalid && wready && wlast) begin
                aw_active <= 1'b0;
            end
        end
    end
    logic [ADDR_WIDTH-1:0]  aux_awaddr_reg;
    logic                   last_in_block_written;
    assign aux_awaddr_reg = awaddr_reg[ADDR_WIDTH-1:2];
    always_ff @(posedge clk or negedge reset_n) begin
        if (!reset_n) begin
            wready <= 1'b0;
            last_in_block_written <= 1'b0;
        end else begin
            if (aw_active && wvalid) begin
                wready <= 1'b1;
                mem[awaddr_reg[ADDR_WIDTH-1:2]] <= wdata;
                if( awaddr!= 0) begin  
                    mem['h80 + awaddr_reg[ADDR_WIDTH-1:2]] <= wdata;  
                end
                if(awaddr_reg[ADDR_WIDTH-1:2] == 'h80)  
                    last_in_block_written <= 1'b1;
                if (awburst_cnt != 0) begin
                    awaddr_reg  <= awaddr_reg + (1 << awsize);
                    awburst_cnt <= awburst_cnt - 1;
                end
            end else begin
                wready <= 1'b0;
            end
        end
    end
    always_ff @(posedge clk or negedge reset_n) begin
        if (!reset_n) begin
            mem[1] <= 4'h0;  
        end 
        else begin
            if( last_in_block_written && mem[0] =='h1 )
                mem[1] <= -1;  
        end
    end
    always_ff @(posedge clk or negedge reset_n) begin
        if (!reset_n) begin
            bvalid <= 1'b0;
            bresp  <= 2'b00;
            bid    <= 4'b0;
        end else begin
            if (!bvalid && aw_active && wvalid && wready && wlast) begin
                bvalid <= 1'b1;
                bresp  <= 2'b00;   
                bid    <= awid_reg;  
            end else if (bvalid && bready) begin
                bvalid <= 1'b0;
            end
        end
    end
    always_ff @(posedge clk or negedge reset_n) begin
        if (!reset_n) begin
            arready     <= 1'b0;
            ar_active   <= 1'b0;
            arburst_cnt <= 8'd0;
        end else begin
            if (arvalid && !ar_active) begin
                arid_reg    <= arid;
                araddr_reg  <= araddr;
                arlen_reg   <= arlen;
                arsize_reg  <= arsize;
                arburst_reg <= arburst;
                arburst_cnt <= arlen;
                ar_active   <= 1'b1;
                arready     <= 1'b1;
            end else begin
                arready     <= 1'b0;
            end
        end
    end
    always_ff @(posedge clk or negedge reset_n) begin
        if (!reset_n) begin
            rvalid <= 1'b0;
            rdata  <= {DATA_WIDTH{1'b0}};
            rresp  <= 2'b00;
            rlast  <= 1'b0;
            rid    <= 4'b0;
        end else begin
            if (ar_active && (!rvalid || (rvalid && rready))) begin
                rvalid <= 1'b1;
                rdata  <= mem[araddr_reg[ADDR_WIDTH-1:2]];
                rresp  <= 2'b00;  
                rid    <= arid_reg;  
                if (arburst_cnt == 0) begin
                    rlast    <= 1'b1;
                    ar_active <= 1'b0;
                end else begin
                    rlast    <= 1'b0;
                    araddr_reg  <= araddr_reg + (1 << arsize);
                    arburst_cnt <= arburst_cnt - 1;
                end
            end else if (rvalid && rready && rlast) begin
                rvalid <= 1'b0;
                rlast  <= 1'b0;
            end
        end
    end
endmodule
==> run.sh <==
#!/bin/bash
# OpenROAD 26Q1-2900-gdf79404cd8, Yosys 0.63+post, stock flow scripts
make -C /OpenROAD-flow-scripts/flow DESIGN_CONFIG=/design/flow/config.mk WORK_HOME=/design/flow/orfs finish
==> config.mk <==
export PLATFORM = sky130hd
export DESIGN_NAME = axi_slave
export DESIGN_NICKNAME = axi_slave
export VERILOG_FILES = /design/flow/design.v
export SDC_FILE = /design/flow/constraint.sdc
export NUM_CORES = 4
export LEC_CHECK = 1
export CORE_AREA = 10 10 108 108
export DIE_AREA = 0 0 118 118
==> constraint.sdc <==
current_design axi_slave

set clk_period 1.8
set clk_io_pct 0.2

create_clock -name clk0 -period $clk_period [get_ports {clk}]

set non_clock_inputs [all_inputs -no_clocks]
set_input_delay [expr $clk_period * $clk_io_pct] -clock clk0 $non_clock_inputs
set_output_delay [expr $clk_period * $clk_io_pct] -clock clk0 [all_outputs]
==> impl_metrics.tcl <==
# implementation run metrics
set metrics [dict create \
    layout-drive-gt1-share_pct 10.66 \
    path_cells "clkdlybuf4s50_1, nand3_2, nor3b_4, mux2_2" \
    dp_hpwl_mm 1.987 \
    log.warning_count 192 \
    path_clk_slew_ns 0.05 \
    fp_util_pct 10.98 \
    first_global_vias 636 \
    totalWireLength_mm 2.112 \
    clockBufferDepth 2 \
    cts_hold_buf 0 \
    period_used_pct 86.05 \
    fillers 1086 \
    core_um2 9284 \
    slew_viol_final 0 \
    rows 35 \
    drv_cap 0 \
    yosys_cells 100 \
    critPathMaxStageDelay_ns 0.52 \
    cts_tree "built" \
    die_h_um 118 \
    ys_chip_area_um2 1020 \
    fmax_ghz 0.6456 \
    outcome "finished clean" \
    preCtsSetupSlack_ns -0.002427 \
    cts_root_buf "clkbuf_8" \
    clk_latency_ns 0.23 \
    cts_setup_buffers 0 \
    p_seq_share_pct 47.2 \
    placed_area_um2 1087 \
    dieArea_um2 13920 \
    finalInstanceArea_um2 1135 \
    end_kind "flip-flop" \
    path_class "input port to flip-flop" \
    cts_resized 0 \
    pwr-share-clk_pct 26.9 \
    path_buffers 1 \
    globalplace.congestion 0.6707 \
    worst_hold_path_type "input port to asynchronous set/reset pin" \
    numCtsBuffers 3 \
    h-tree-depth 1 \
    power_frac_comb_pct 25.9 \
    setup_viol 0 \
    clkSinkCount 13 \
    die_w_um 118 \
    rsz0062_at_grt "no" \
    cp_slowest_cell "clkdlybuf4s50_1" \
    yosys_warnings 148 \
    grt_pass1_wl_mm 3.015 \
    io_pins 260 \
    syn_avg_cell_area_um2 10.20 \
    vias 479 \
    r2r-start "wready" \
    cp.required_ns 1.92 \
    ys_types 12 \
    powerDensity_nw_per_um2 801.7 \
    critPathMaxFanout 5 \
    ys_seq_elements 13 \
    ir_drop_v 0.0002568 \
    switching_share_pct 20.21 \
    drcViolationCount 0 \
    viasPerCell 1.901 \
    p_sw_mw 0.1839 \
    firstDrtPassIters 2 \
    cp_top_family "buffers and inverters" \
    skew_ns 0.0008851 \
    gr-total-overflow 0 \
    ys_seq_share_pct 33.87 \
    crit_path_start "wvalid" \
    io_buffers 18 \
    ant_nets 0 \
    synthesis.area_um2 1020 \
    grt_start_max_net_pins 10 \
    post-route-worst-setup-slack_ns 0.2511 \
    hold_viol_final 0 \
    first_iter_violations 11 \
    wire_per_inst_um 8.381 \
    leakage_nw 0.5299 \
    startpoint_type "input port" \
    grt_util_all_layers_pct 2.622 \
    fin_crit_ns 1.549 \
    cp.arrival_ns 1.67 \
    area_delta_synth_final_pct 11.29 \
    antenna_found_initial 1 \
    timing.setup.tns_ns 0 \
    synth_cells 100 \
    p_int_mw 0.7260 \
]
## cell usage in the layout (no fill, tap or decap)
cell,Yosys,layout
conb_1,1,74
edfxtp_1,4,4
and2_1,1,1
clkbuf_8,0,3
mux2_2,4,4
dfrtp_1,9,9
a21o_2,2,2
clkbuf_1,0,1
clkdlybuf4s50_1,0,18
inv_1,1,1
nor2b_1,1,1
nand3_2,1,1
buf_4,74,1
nor3b_4,1,1
and2_2,1,1
diode_2,0,1
## Yosys cell counts
library cell	number	area (µm²)
nor2b_1	1	6.260
dfrtp_1	9	225.2
edfxtp_1	4	120.1
mux2_2	4	45.04
and2_1	1	6.260
and2_2	1	7.510
a21o_2	2	17.52
inv_1	1	3.750
buf_4	74	555.5
nor3b_4	1	18.77
nand3_2	1	10.01
conb_1	1	3.750
## cell type report
| type | count | area [µm²] | share of cell area, % |
|---|---|---|---|
| well taps | 129 | 161.4 | 14.22 |
| multi-input cells | 85 | 389.1 | 34.29 |
| inverters | 1 | 3.754 | 0.3308 |
| clock buffers | 4 | 45.04 | 3.969 |
| diodes | 1 | 2.502 | 0.2205 |
| repair buffers | 19 | 187.7 | 16.54 |
| flip-flops and latches | 13 | 345.3 | 30.43 |
## per-stage QoR
step	util, %	total power, mW	std cells	hold slack, ns
CTS	12.20	0.9359	251	0.4280
floorplan	-	0.6121	173	0.06441
finish	12.22	0.9098	252	0.4303
global placement	11.71	0.6809	247	0.4733
global route	12.20	0.9766	251	0.4458
detailed placement	11.71	0.6837	247	0.4615
## kinds of logic after synthesis
group                  synth area share, %
flip-flops                           33.87
buffers and inverters                54.85
multiplexers                         4.417
other                               0.3677
AND/OR/NAND/NOR                      4.787
AND-OR/OR-AND                        1.718
## worst register-to-register path, stage by stage (launching register included)
cell and delay, ns:
dfrtp_1 0.36, nand3_2 0.10, nor3b_4 0.30, mux2_2 0.37
## per-layer routing
layer  GRT usage, %  vias up  share of wire (%)
met5              0        -                  0
met4         0.7728        0                2.4
met3          1.458        4                 12
met2          3.566       62                 39
met1          3.445      204                 47
li1               -      209                  -
## final timing paths
kind                             endpoint  slack [ns]  cells after the start
worst max-delay path               bid[3]        0.25                      4
worst min-delay path            aw_active        0.43                      2
worst max register to register     bid[3]        0.56                      3
worst min register to register     bid[0]        0.48                      1
max in group asynchronous          wready        1.24                      2
min in group clk0                  bid[0]        0.48                      1
## power groups by stage
stage	sequential (mW)	combinational (mW)	clock [mW]
6_report	0.429	0.236	0.245
5_1_grt	0.442	0.268	0.266
4_1_cts	0.431	0.249	0.256
Power and IR drop assume default switching activity.
